==> /design/flow/config.mk <==
export PLATFORM = sky130hd
export DESIGN_NAME = DMemory_IO
export DESIGN_NICKNAME = DMemory_IO
export VERILOG_FILES = /design/flow/design.v
export SDC_FILE = /design/flow/constraint.sdc
export NUM_CORES = 4
export LEC_CHECK = 1
export CORE_UTILIZATION = 40
==> /design/flow/design.v <==
module DMemory_IO(
		rdata,   
		io_display,	 
		clock,   
		addr,    
		wdata,   
		write,   
		read,    
		io_sw0,  
		io_sw1   
		);
output [15:0] rdata;
output [6:0] io_display;
input clock;
input [15:0] addr;
input [15:0] wdata;
input write;
input read;
input io_sw0;
input io_sw1;
reg [15:0] memcell[0:127];  
reg [15:0] rdata;
wire [15:0] mem_rdata;  
wire [15:0] io_rdata;   
reg [6:0] io_display;  
assign mem_rdata = memcell[addr[7:1]];  
assign io_rdata = {14'd0,io_sw1,io_sw0};
always @(addr or mem_rdata or io_rdata or read)
	begin
	if (read == 0) rdata = 0;
	else  
		begin
		if (addr >= 0 && addr < 256) 	rdata = mem_rdata; 
		else if (addr == 16'hfff0) 		rdata = io_rdata;
		else rdata = 0;  
		end
	end
always @(posedge clock)
	if (write == 1 && addr == 16'hfffa) 
         io_display <= wdata[6:0];
always @(posedge clock)
	if (write == 1 && addr[15:8] == 0) memcell[addr[7:1]] <= wdata;
endmodule
module RegFile(
	rdata1,   
	rdata2,   
	clock,		
	wdata,    
	waddr,    
	raddr1,   
	raddr2,   
	write     
	);			
output [15:0] rdata1, rdata2; 	
input clock;
input [15:0] wdata; 			
input [2:0] raddr1, raddr2; 	
input [2:0] waddr; 			
input write;					
reg [15:0] rdata1, rdata2;
reg [15:0] regcell[0:7];		 
always @(negedge clock) if (write==1) regcell[waddr]<=wdata;
always @(raddr1 or regcell[raddr1]) 
	if (raddr1 == 7) 	rdata1 = 0;
	else 				rdata1 = regcell[raddr1];
always @(raddr2 or regcell[raddr2]) 
	if (raddr2 == 7) 	rdata2 = 0;
	else 				rdata2 = regcell[raddr2];
endmodule
module ALU(
	result,       
	zero_result,  
	indata0,      
	indata1,      
	select        
	);		
output [15:0] result;
output zero_result;
input [15:0] indata0, indata1;
input [2:0] select;
reg [15:0] result;
reg zero_result;
always @(indata0 or indata1 or select)
	case(select)
	0: result = indata0 + indata1;
	1: result = indata0 - indata1;
	2: result = indata1;
	3: result = indata0 | indata1;
	4: result = indata0 & indata1;
	default: result = 0;
	endcase
always @(result)  
	if (result == 0) 	zero_result = 1;
	else 			  	zero_result = 0;
endmodule
module MUX2(
	result,    
	indata0,   
	indata1,   
	select     
	);	
output [15:0] result;
input [15:0] indata0, indata1;
input select;
reg [15:0] result;
always @(indata0 or indata1 or select)
	case(select)
	0: result = indata0;
	1: result = indata1;
	endcase
endmodule
module MUX4(
	result,   
	indata0,  
	indata1,  
	indata2,  
	indata3,  
	select    
	);	
output [15:0] result;
input [15:0] indata0, indata1, indata2, indata3;
input [1:0] select;
reg [15:0] result;
always @(indata0 or indata1 or indata2 or indata3 or select)
	case(select)
	0: result = indata0;
	1: result = indata1;
	2: result = indata2;
	3: result = indata3;
	endcase
endmodule
module IFID(
    clock,  
    idata,   
    pc,      
    IFID_instr,  
    IFID_pc       
    );
input clock;
input [15:0] idata, pc;
output [15:0] IFID_instr, IFID_pc;
reg [15:0] IFID_instr, IFID_pc;
always @(posedge clock)
    begin
        IFID_instr <= idata;
        IFID_pc <= pc;
    end
endmodule
module IDEX(
    clock,
    ID_pc,  
    ID_regwrite,  
    ID_memtoreg,  
    ID_branch,    
    ID_memread,  
    ID_memwrite,  
    ID_alusrc,  
    ID_aluselect,  
    ID_rdata1,  
    ID_rdata2,  
    ID_signext,  
    ID_writereg,  
    IDEX_pc,
    IDEX_regwrite,  
    IDEX_memtoreg,  
    IDEX_branch,  
    IDEX_memread, 
    IDEX_memwrite,  
    IDEX_alusrc,  
    IDEX_aluselect,  
    IDEX_rdata1,  
    IDEX_rdata2,  
    IDEX_signext,  
    IDEX_writereg  
    );
input clock, ID_regwrite, ID_memtoreg, ID_branch, ID_memread, ID_memwrite, ID_alusrc;
input [15:0] ID_pc, ID_rdata1, ID_rdata2, ID_signext;
input [2:0] ID_aluselect, ID_writereg;
output IDEX_regwrite, IDEX_memtoreg, IDEX_branch, IDEX_memread, IDEX_memwrite, IDEX_alusrc;
output [15:0] IDEX_rdata1, IDEX_rdata2, IDEX_signext, IDEX_pc;
output [2:0] IDEX_aluselect, IDEX_writereg;
reg IDEX_regwrite, IDEX_memtoreg, IDEX_branch, IDEX_memread, IDEX_memwrite, IDEX_alusrc;
reg [15:0] IDEX_rdata1, IDEX_rdata2, IDEX_signext, IDEX_pc;
reg [2:0] IDEX_aluselect, IDEX_writereg;
always @(posedge clock)
    begin
         IDEX_pc <= ID_pc;
         IDEX_regwrite <= ID_regwrite;
         IDEX_memtoreg <= ID_memtoreg;
         IDEX_branch <= ID_branch;
         IDEX_memread <= ID_memread;
         IDEX_memwrite <= ID_memwrite;
         IDEX_alusrc <= ID_alusrc;
         IDEX_rdata1 <= ID_rdata1;
         IDEX_rdata2 <= ID_rdata2;
         IDEX_signext <= ID_signext;
         IDEX_aluselect <= ID_aluselect;
         IDEX_writereg <= ID_writereg;
     end
endmodule
module EXMEM(
    clock,
    EX_regwrite,  
    EX_memtoreg,  
    EX_branch,    
    EX_memread,   
    EX_memwrite,  
    EX_branchaddr,  
    EX_aluzero,   
    EX_aluresult,  
    EX_rdata2,  
    EX_writereg,  
    EXMEM_regwrite,
    EXMEM_memtoreg,
    EXMEM_branch,
    EXMEM_memread,
    EXMEM_memwrite,
    EXMEM_branchaddr,
    EXMEM_aluzero,
    EXMEM_aluresult,
    EXMEM_rdata2,
    EXMEM_writereg
    );
input clock, EX_regwrite, EX_memtoreg, EX_branch, EX_memread, EX_memwrite, EX_aluzero;
input [15:0] EX_branchaddr, EX_aluresult, EX_rdata2;
input [2:0] EX_writereg;
output EXMEM_regwrite, EXMEM_memtoreg, EXMEM_branch, EXMEM_memread, EXMEM_memwrite, EXMEM_aluzero;
output [15:0] EXMEM_branchaddr, EXMEM_aluresult, EXMEM_rdata2;
output [2:0] EXMEM_writereg;
reg EXMEM_regwrite, EXMEM_memtoreg, EXMEM_branch, EXMEM_memread, EXMEM_memwrite, EXMEM_aluzero;
reg [15:0] EXMEM_branchaddr, EXMEM_aluresult, EXMEM_rdata2;
reg [2:0] EXMEM_writereg;
always @(posedge clock)
    begin
        EXMEM_regwrite <= EX_regwrite;
        EXMEM_memtoreg <= EX_memtoreg;
        EXMEM_branch <= EX_branch;
        EXMEM_memread <= EX_memread;
        EXMEM_memwrite <= EX_memwrite;
        EXMEM_aluzero <= EX_aluzero;
        EXMEM_branchaddr <= EX_branchaddr;
        EXMEM_aluresult <= EX_aluresult;
        EXMEM_rdata2 <= EX_rdata2;
        EXMEM_writereg <= EX_writereg;
    end
endmodule
module MEMWB (
    clock,
    MEM_regwrite,
    MEM_memtoreg,
    MEM_DMreaddata,
    MEM_aluresult,
    MEM_writereg,
    MEMWB_regwrite,
    MEMWB_memtoreg,
    MEMWB_DMreaddata,
    MEMWB_aluresult,
    MEMWB_writereg
    );
input clock;
input MEM_regwrite, MEM_memtoreg;
input [15:0] MEM_DMreaddata, MEM_aluresult;
input [2:0] MEM_writereg;
output MEMWB_regwrite, MEMWB_memtoreg;
output [15:0] MEMWB_DMreaddata, MEMWB_aluresult;
output [2:0] MEMWB_writereg;
reg MEMWB_regwrite, MEMWB_memtoreg;
reg [15:0] MEMWB_DMreaddata, MEMWB_aluresult;
reg [2:0] MEMWB_writereg;
always @(posedge clock)
    begin
    MEMWB_regwrite <= MEM_regwrite;
    MEMWB_memtoreg <= MEM_memtoreg;
    MEMWB_DMreaddata <= MEM_DMreaddata;
    MEMWB_aluresult <= MEM_aluresult;
    MEMWB_writereg <=  MEM_writereg;
    end
endmodule    
==> /design/flow/constraint.sdc <==
current_design DMemory_IO

set clk_period 55.1
set clk_io_pct 0.2

create_clock -name clk0 -period $clk_period [get_ports {clock}]

set non_clock_inputs [all_inputs -no_clocks]
set_input_delay [expr $clk_period * $clk_io_pct] -clock clk0 $non_clock_inputs
set_output_delay [expr $clk_period * $clk_io_pct] -clock clk0 [all_outputs]
==> /design/flow/run.sh <==
#!/bin/bash
# OpenROAD 26Q1-2900-gdf79404cd8, Yosys 0.63+post, stock flow scripts
make -C /OpenROAD-flow-scripts/flow DESIGN_CONFIG=/design/flow/config.mk WORK_HOME=/design/flow/orfs finish
==> qor.csv <==
metric,value,unit
# clock sinks,2055,
post-synthesis sequential area ratio,77.3,%
mean post-synth cell area,19.0,um^2
peak clock frequency supported by timing,0.0360,GHz
chip area from the yosys synthesis statistics,0.0798,mm^2
post-synthesis register bit count,2055,
WP data required,44080,ps
number of distinct library cells after synthesis,72,
Placeable Area,0.198,mm^2
CTS Root Buffer Type,sky130_fd_sc_hd__clkbuf_16,
die extent in y,449,um
setup repair after global routing missed its margin,false,
total routing usage reported by global routing,27.4,%
Crit Path Category,in -> out,
Resized Gates After CTS,0,
Final Max Tran Viols,0,
Leak Pwr,29.0,nW
status,completed,
worst-case vdd ir drop,0.0353,mV
first-pass GRT wire length,353,mm
total of max-cap violations,0,
area share of the largest cell type after synthesis,77.3,%
pin count of the biggest net entering global routing,85,
number of buffer cells added on primary ports,59,
top flip-flop cell by instance count after synthesis,sky130_fd_sc_hd__edfxtp_1,
number of clock buffers inserted by TritonCTS,205,
HPWL after detailed placement,154,mm
final-report setup violation count,0,
fraction of final layout cells with drive strength greater than 1,20.8,%
maximum net fanout on the critical path,57,
Via Count,44200,
slew at the pin with the worst max-slew slack,1310,ps
Max Buffers Root-to-Sink,3,
Core Rows,163,
number of top-level pins,60,
remaining max-slew budget at the tightest pin,10.3,%
top cells by area,"sky130_fd_sc_hd__edfxtp_1, sky130_fd_sc_hd__mux4_2, sky130_fd_sc_hd__mux2i_1",
total overflow reported by the global router,0,
via count of the first global-routing pass,46000,
total die area,0.201,mm^2
ratio of routed vias to standard cells,6.04,
type of the tightest min-delay check,in -> reg,
number of hold buffers added after cts,0,
count of antenna-violating nets left after detailed routing,0,
post-CTS setup buffer count,0,
Final period util,50.4,%
clock slew at reported path FFs,60,ps
yosys warning tally,1,
synthesized instance count,4211,
post-synth design cell area,0.0798,mm^2
layout overhead on the synthesized area,14.0,%
arrival time at the worst endpoint,16740,ps
DRC violation count after routing,0,
number of fill cells,16400,
DRC violation total after the first TritonRoute iteration,3749,
end-of-flow core utilization,46.0,%
yosys cell count,4211,
count of placed standard cells including taps,6922,
number of endpoints with negative hold slack in the final report,0,
post-route setup TNS,0,ps
number of antenna violations at the first check in global routing,14,
async set or reset register ratio after synthesis,0,%
post-synth top area cell,sky130_fd_sc_hd__edfxtp_1,
areal power density over the cells,35.8,mW/mm^2
die width,449,um
H-Tree Depth,4,
total tool warning count,26,
flip-flops with a built-in enable,2055,
overall routed net length,252,mm
Final Critical Period,27760,ps
capturing element type of the critical path,output pin,
Routed wire per std cell,34.5,um
type of element launching the critical path,primary input,
starting density of the core,40.4,%
non-filler instance count after layout,7313,
Pre-Repair DR Iteration Count,6,
CTS tree,done,
routability cong.,1.03,
-- cells by family after synthesis --
family / Yosys count / share of synthesized area (%)
buf+inv: 295 / 2.13
mux: 577 / 10.4
simple gates: 426 / 2.20
flops: 2055 / 77.3
compound gates: 858 / 7.98
-- worst paths after layout --
check / startpoint / endpoint / slack, ps / cells after the start
setup / recovery: addr[1] / rdata[14] / 27340 / 13
hold / removal: wdata[14] / memcell[80][14] / 10610 / 1
-- power breakdown --
group,internal (mW),switching (mW)
clock network,0.761,0.596
registers,1.72,0.00000943
logic,0.0509,0.134
-- critical path: stages --
cell                              delay, ps
sky130_fd_sc_hd__buf_8                  450
sky130_fd_sc_hd__buf_4                  640
sky130_fd_sc_hd__buf_4                  560
sky130_fd_sc_hd__buf_4                  550
sky130_fd_sc_hd__and2_2                 580
sky130_fd_sc_hd__buf_4                  520
sky130_fd_sc_hd__a22oi_1                170
sky130_fd_sc_hd__a21oi_1                170
sky130_fd_sc_hd__a221oi_1                60
sky130_fd_sc_hd__o211ai_1               460
sky130_fd_sc_hd__a2111oi_1              180
sky130_fd_sc_hd__o22ai_1                580
sky130_fd_sc_hd__clkdlybuf4s50_1        590
-- layout by cell type (no fill, tap or decap), types with 110 or more instances in the layout --
cell type,instances
sky130_fd_sc_hd__a221oi_1,189
sky130_fd_sc_hd__buf_4,316
sky130_fd_sc_hd__clkbuf_16,205
sky130_fd_sc_hd__edfxtp_1,2055
sky130_fd_sc_hd__mux2_2,128
sky130_fd_sc_hd__mux2i_1,257
sky130_fd_sc_hd__mux4_2,177
sky130_fd_sc_hd__nand2_1,125
sky130_fd_sc_hd__nor2_1,225
sky130_fd_sc_hd__o21ai_0,110
sky130_fd_sc_hd__o22ai_1,119
-- Yosys cell counts, types with 9 or more instances --
cell,instances
sky130_fd_sc_hd__a221o_1,34
sky130_fd_sc_hd__clkbuf_1,83
sky130_fd_sc_hd__o221ai_1,22
sky130_fd_sc_hd__buf_1,24
sky130_fd_sc_hd__edfxtp_1,2055
sky130_fd_sc_hd__a221oi_1,189
sky130_fd_sc_hd__nand2_1,125
sky130_fd_sc_hd__mux2_2,128
sky130_fd_sc_hd__nor3_1,9
sky130_fd_sc_hd__o22a_1,10
sky130_fd_sc_hd__nor2b_1,11
sky130_fd_sc_hd__a31oi_1,11
sky130_fd_sc_hd__a22oi_1,103
sky130_fd_sc_hd__buf_2,104
sky130_fd_sc_hd__a21oi_1,99
sky130_fd_sc_hd__buf_6,42
sky130_fd_sc_hd__nor2_1,238
sky130_fd_sc_hd__a22o_1,65
sky130_fd_sc_hd__a211oi_1,12
sky130_fd_sc_hd__mux2i_1,257
sky130_fd_sc_hd__mux4_2,177
sky130_fd_sc_hd__o21ai_0,110
sky130_fd_sc_hd__buf_4,35
sky130_fd_sc_hd__o22ai_1,119
-- routing by layer --
| metal | global-route usage [%] | vias to the layer above | part of all wire, % | wire length (um) |
|---|---|---|---|---|
| met3 | 20.4 | 702 | 17 | 43800 |
| met4 | 12.1 | 36 | 6.1 | 15400 |
| met2 | 38.1 | 3159 | 44 | 112000 |
| li1 | - | 18100 | - | - |
| met1 | 32.4 | 22200 | 32 | 80200 |
| met5 | 2.25 | - | 0.30 | 764 |
-- flip-flops by register name, summed over array words and instances, names as in the netlist --
| name | cells |
|---|---|
| memcell | 2048 |
| io_display | 7 |
-- layout make-up --
cell class                 count  area (um^2)  area share (%)
sequential                  2055        61700            67.8
multi-input combinational   1861        16600            18.2
clock buffer                 243         5270            5.79
tap                         2640         3300            3.63
timing repair buffer         361         2850            3.13
clock inverter               142         1280            1.40
inverter                       5         28.8          0.0316
antenna                        6         15.0          0.0165
-- through the flow --
stage / cell area, um^2 / setup WS (ps) / total power [mW] / hold slack, ps
3_5_place_dp: 84400 / 27500 / 1.93 / 11470
6_report: 91000 / 27340 / 3.26 / 10610
4_1_cts: 91000 / 27500 / 3.28 / 10560
5_1_grt: 91000 / 27390 / 3.34 / 10590
2_1_floorplan: 79800 / 31330 / 1.84 / 11120
3_3_place_gp: 84400 / 27540 / 1.93 / 11470
No activity file was given, so power comes from the tool's default toggle rates.

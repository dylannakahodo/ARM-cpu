--- flow/design.v ---
module Control(
		reg2loc,
		branch,
		memread,
		memtoreg,
		alu_select,
		memwrite,
		alusrc,
		regwrite,
		opcode
		);
output reg2loc;
output branch;
output memread;
output memtoreg;
output [2:0] alu_select;  
output memwrite;
output alusrc;
output regwrite;
input  [2:0] opcode;
reg reg2loc;
reg branch;
reg memread;
reg memtoreg;
reg [2:0] alu_select;
reg memwrite;
reg alusrc;
reg regwrite;
always @(opcode)
	case(opcode)
	0:			 
		begin
		reg2loc = 0;    
		branch = 0;     
		memread = 0;    
		memtoreg = 0;   
		alu_select = 0;  
		memwrite = 0;   
		alusrc = 0;     
		regwrite = 1;   
		end
	3:             
        begin
        reg2loc = 0;    
        branch = 0;     
        memread = 1;    
        memtoreg = 1;   
        alu_select = 0;  
        memwrite = 0;   
        alusrc = 1;     
        regwrite = 1;   
        end
	4:             
        begin
        reg2loc = 1;   
        branch = 0;    
        memread = 0;  
        memtoreg = 0;  
        alu_select = 0; 
        memwrite = 1;  
        alusrc = 1;    
        regwrite = 0;  
        end
	5:             
        begin
        reg2loc = 1;   
        branch = 1;    
        memread = 0;  
        memtoreg = 0;  
        alu_select = 2; 
        memwrite = 0;  
        alusrc = 0;    
        regwrite = 0;  
        end
	6:             
        begin
        reg2loc = 0;   
        branch = 0;    
        memread = 0;  
        memtoreg = 0;  
        alu_select = 0;  
        memwrite = 0;  
        alusrc = 1;    
        regwrite = 1;  
        end
	7:             
        begin
        reg2loc = 0;   
        branch = 0;    
        memread = 0;  
        memtoreg = 0;  
        alu_select = 4;  
        memwrite = 0;  
        alusrc = 1;    
        regwrite = 1;  
        end
	default:   
	begin
	reg2loc = 0;   
	branch = 0;     
	memread = 0;   
	memtoreg = 0;  
	alu_select = 0; 
	memwrite = 0;   
	alusrc = 0;    
	regwrite = 0;   
	end
	endcase
endmodule
module PCLogic(
		pc,		 
		clock,	 
		signext,	 
		branch,	 
		alu_zero,	 
		reset		 
		);
output [15:0] pc;
input clock;
input [15:0] signext;   
input branch;
input alu_zero;
input reset;
reg [15:0] pc; 
always @(posedge clock)
	begin
	if (reset==1) pc <= 0;
	else if(branch==1 && alu_zero==1) pc <= pc + (signext<<1);
	else pc <= pc+2;  
	end
endmodule
module LEGLiteSingle(
	iaddr,		 
	daddr,		 
	dwrite,		 
	dread,		 
	dwdata,		 
	alu_out,	 
	clock,
	idata,		 
	ddata,		 
	reset
	);
output [15:0] iaddr;
output [15:0] daddr;	
output dwrite;
output dread;
output [15:0] dwdata;
output [15:0] alu_out;
input clock;
input [15:0] idata;  
input [15:0] ddata;	
input reset;
wire [2:0] regmux_result;
wire [15:0] signext;
wire reset;
wire [15:0] rdata1, rdata2;
wire [15:0] ALU_result;
wire zero_result;
wire [15:0] ALUmux_result;
wire [15:0] DMemMux_result;
wire reg2loc, branch, memread, memtoreg, memwrite, alusrc, regwrite;
wire [2:0] alu_select;
assign signext = {{9{idata[12]}}, idata[12:6]};
assign daddr = ALU_result;
assign dwrite = memwrite;
assign dread = memread;
assign dwdata = rdata2;
MUX2 ALUMux(ALUmux_result,rdata2,signext,alusrc);
ALU alu(ALU_result,zero_result,rdata1,ALUmux_result,alu_select);
PCLogic ProgramCounter(iaddr,clock,signext,branch,zero_result,reset);
Control ControlUnit(reg2loc,branch,memread,memtoreg,alu_select,memwrite,alusrc,regwrite,idata[15:13]);
MUX2 RegMux(regmux_result,idata[12:10],idata[2:0],reg2loc);
RegFile Registers(rdata1,rdata2,clock,DMemMux_result,idata[2:0],idata[5:3],regmux_result,regwrite);
MUX2 DMemMux(DMemMux_result,ALU_result,ddata,memtoreg);
endmodule
module DMemory_IO(
		rdata,   
		io_display,	 
		clock,   
		addr,    
		wdata,   
		write,   
		read,    
		io_sw0,  
		io_sw1   
		);
output [15:0] rdata;
output [6:0] io_display;
input clock;
input [15:0] addr;
input [15:0] wdata;
input write;
input read;
input io_sw0;
input io_sw1;
reg [15:0] memcell[0:127];  
reg [15:0] rdata;
wire [15:0] mem_rdata;  
wire [15:0] io_rdata;   
reg [6:0] io_display;  
assign mem_rdata = memcell[addr[7:1]];  
assign io_rdata = {14'd0,io_sw1,io_sw0};
always @(addr or mem_rdata or io_rdata or read)
	begin
	if (read == 0) rdata = 0;
	else  
		begin
		if (addr >= 0 && addr < 256) 	rdata = mem_rdata; 
		else if (addr == 16'hfff0) 		rdata = io_rdata;
		else rdata = 0;  
		end
	end
always @(posedge clock)
	if (write == 1 && addr == 16'hfffa) 
         io_display <= wdata[6:0];
always @(posedge clock)
	if (write == 1 && addr[15:8] == 0) memcell[addr[7:1]] <= wdata;
endmodule
module RegFile(
	rdata1,   
	rdata2,   
	clock,		
	wdata,    
	waddr,    
	raddr1,   
	raddr2,   
	write     
	);			
output [15:0] rdata1, rdata2; 	
input clock;
input [15:0] wdata; 			
input [2:0] raddr1, raddr2; 	
input [2:0] waddr; 			
input write;					
reg [15:0] rdata1, rdata2;
reg [15:0] regcell[0:7];		 
always @(negedge clock) if (write==1) regcell[waddr]<=wdata;
always @(raddr1 or regcell[raddr1]) 
	if (raddr1 == 7) 	rdata1 = 0;
	else 				rdata1 = regcell[raddr1];
always @(raddr2 or regcell[raddr2]) 
	if (raddr2 == 7) 	rdata2 = 0;
	else 				rdata2 = regcell[raddr2];
endmodule
module ALU(
	result,       
	zero_result,  
	indata0,      
	indata1,      
	select        
	);		
output [15:0] result;
output zero_result;
input [15:0] indata0, indata1;
input [2:0] select;
reg [15:0] result;
reg zero_result;
always @(indata0 or indata1 or select)
	case(select)
	0: result = indata0 + indata1;
	1: result = indata0 - indata1;
	2: result = indata1;
	3: result = indata0 | indata1;
	4: result = indata0 & indata1;
	default: result = 0;
	endcase
always @(result)  
	if (result == 0) 	zero_result = 1;
	else 			  	zero_result = 0;
endmodule
module MUX2(
	result,    
	indata0,   
	indata1,   
	select     
	);	
output [15:0] result;
input [15:0] indata0, indata1;
input select;
reg [15:0] result;
always @(indata0 or indata1 or select)
	case(select)
	0: result = indata0;
	1: result = indata1;
	endcase
endmodule
module MUX4(
	result,   
	indata0,  
	indata1,  
	indata2,  
	indata3,  
	select    
	);	
output [15:0] result;
input [15:0] indata0, indata1, indata2, indata3;
input [1:0] select;
reg [15:0] result;
always @(indata0 or indata1 or indata2 or indata3 or select)
	case(select)
	0: result = indata0;
	1: result = indata1;
	2: result = indata2;
	3: result = indata3;
	endcase
endmodule
module IFID(
    clock,  
    idata,   
    pc,      
    IFID_instr,  
    IFID_pc       
    );
input clock;
input [15:0] idata, pc;
output [15:0] IFID_instr, IFID_pc;
reg [15:0] IFID_instr, IFID_pc;
always @(posedge clock)
    begin
        IFID_instr <= idata;
        IFID_pc <= pc;
    end
endmodule
module IDEX(
    clock,
    ID_pc,  
    ID_regwrite,  
    ID_memtoreg,  
    ID_branch,    
    ID_memread,  
    ID_memwrite,  
    ID_alusrc,  
    ID_aluselect,  
    ID_rdata1,  
    ID_rdata2,  
    ID_signext,  
    ID_writereg,  
    IDEX_pc,
    IDEX_regwrite,  
    IDEX_memtoreg,  
    IDEX_branch,  
    IDEX_memread, 
    IDEX_memwrite,  
    IDEX_alusrc,  
    IDEX_aluselect,  
    IDEX_rdata1,  
    IDEX_rdata2,  
    IDEX_signext,  
    IDEX_writereg  
    );
input clock, ID_regwrite, ID_memtoreg, ID_branch, ID_memread, ID_memwrite, ID_alusrc;
input [15:0] ID_pc, ID_rdata1, ID_rdata2, ID_signext;
input [2:0] ID_aluselect, ID_writereg;
output IDEX_regwrite, IDEX_memtoreg, IDEX_branch, IDEX_memread, IDEX_memwrite, IDEX_alusrc;
output [15:0] IDEX_rdata1, IDEX_rdata2, IDEX_signext, IDEX_pc;
output [2:0] IDEX_aluselect, IDEX_writereg;
reg IDEX_regwrite, IDEX_memtoreg, IDEX_branch, IDEX_memread, IDEX_memwrite, IDEX_alusrc;
reg [15:0] IDEX_rdata1, IDEX_rdata2, IDEX_signext, IDEX_pc;
reg [2:0] IDEX_aluselect, IDEX_writereg;
always @(posedge clock)
    begin
         IDEX_pc <= ID_pc;
         IDEX_regwrite <= ID_regwrite;
         IDEX_memtoreg <= ID_memtoreg;
         IDEX_branch <= ID_branch;
         IDEX_memread <= ID_memread;
         IDEX_memwrite <= ID_memwrite;
         IDEX_alusrc <= ID_alusrc;
         IDEX_rdata1 <= ID_rdata1;
         IDEX_rdata2 <= ID_rdata2;
         IDEX_signext <= ID_signext;
         IDEX_aluselect <= ID_aluselect;
         IDEX_writereg <= ID_writereg;
     end
endmodule
module EXMEM(
    clock,
    EX_regwrite,  
    EX_memtoreg,  
    EX_branch,    
    EX_memread,   
    EX_memwrite,  
    EX_branchaddr,  
    EX_aluzero,   
    EX_aluresult,  
    EX_rdata2,  
    EX_writereg,  
    EXMEM_regwrite,
    EXMEM_memtoreg,
    EXMEM_branch,
    EXMEM_memread,
    EXMEM_memwrite,
    EXMEM_branchaddr,
    EXMEM_aluzero,
    EXMEM_aluresult,
    EXMEM_rdata2,
    EXMEM_writereg
    );
input clock, EX_regwrite, EX_memtoreg, EX_branch, EX_memread, EX_memwrite, EX_aluzero;
input [15:0] EX_branchaddr, EX_aluresult, EX_rdata2;
input [2:0] EX_writereg;
output EXMEM_regwrite, EXMEM_memtoreg, EXMEM_branch, EXMEM_memread, EXMEM_memwrite, EXMEM_aluzero;
output [15:0] EXMEM_branchaddr, EXMEM_aluresult, EXMEM_rdata2;
output [2:0] EXMEM_writereg;
reg EXMEM_regwrite, EXMEM_memtoreg, EXMEM_branch, EXMEM_memread, EXMEM_memwrite, EXMEM_aluzero;
reg [15:0] EXMEM_branchaddr, EXMEM_aluresult, EXMEM_rdata2;
reg [2:0] EXMEM_writereg;
always @(posedge clock)
    begin
        EXMEM_regwrite <= EX_regwrite;
        EXMEM_memtoreg <= EX_memtoreg;
        EXMEM_branch <= EX_branch;
        EXMEM_memread <= EX_memread;
        EXMEM_memwrite <= EX_memwrite;
        EXMEM_aluzero <= EX_aluzero;
        EXMEM_branchaddr <= EX_branchaddr;
        EXMEM_aluresult <= EX_aluresult;
        EXMEM_rdata2 <= EX_rdata2;
        EXMEM_writereg <= EX_writereg;
    end
endmodule
module MEMWB (
    clock,
    MEM_regwrite,
    MEM_memtoreg,
    MEM_DMreaddata,
    MEM_aluresult,
    MEM_writereg,
    MEMWB_regwrite,
    MEMWB_memtoreg,
    MEMWB_DMreaddata,
    MEMWB_aluresult,
    MEMWB_writereg
    );
input clock;
input MEM_regwrite, MEM_memtoreg;
input [15:0] MEM_DMreaddata, MEM_aluresult;
input [2:0] MEM_writereg;
output MEMWB_regwrite, MEMWB_memtoreg;
output [15:0] MEMWB_DMreaddata, MEMWB_aluresult;
output [2:0] MEMWB_writereg;
reg MEMWB_regwrite, MEMWB_memtoreg;
reg [15:0] MEMWB_DMreaddata, MEMWB_aluresult;
reg [2:0] MEMWB_writereg;
always @(posedge clock)
    begin
    MEMWB_regwrite <= MEM_regwrite;
    MEMWB_memtoreg <= MEM_memtoreg;
    MEMWB_DMreaddata <= MEM_DMreaddata;
    MEMWB_aluresult <= MEM_aluresult;
    MEMWB_writereg <=  MEM_writereg;
    end
endmodule    
--- flow/run.sh ---
#!/bin/bash
# OpenROAD 26Q1-2900-gdf79404cd8, Yosys 0.63+post, stock flow scripts
make -C /OpenROAD-flow-scripts/flow DESIGN_CONFIG=/design/flow/config.mk WORK_HOME=/design/flow/orfs finish
--- flow/config.mk ---
export PLATFORM = sky130hd
export DESIGN_NAME = LEGLiteSingle
export DESIGN_NICKNAME = LEGLiteSingle
export VERILOG_FILES = /design/flow/design.v
export SDC_FILE = /design/flow/constraint.sdc
export NUM_CORES = 4
export LEC_CHECK = 1
export CORE_UTILIZATION = 30
--- flow/constraint.sdc ---
current_design LEGLiteSingle

set clk_period 30.0
set clk_io_pct 0.2

create_clock -name clk0 -period $clk_period [get_ports {clock}]

set non_clock_inputs [all_inputs -no_clocks]
set_input_delay [expr $clk_period * $clk_io_pct] -clock clk0 $non_clock_inputs
set_output_delay [expr $clk_period * $clk_io_pct] -clock clk0 [all_outputs]
==> summary.txt <==
This memo summarizes the results of the implementation run.

Run status
The flow ran to the end, and the final reports show no timing, DRC or antenna violations.

Synthesis
The dominant register cell is edfxtp_1. Of the synthesized area, sequential elements account for 0.4301. Synthesis handed over a netlist of 843 instances. The mean cell area of the mapped netlist is about 11 um2.

The async set-reset flop share out of synthesis is 0. Synthesis inferred 132 register bits. The number of standard cells reported by yosys is 843. The number of different library cells used by synthesis comes to 82.

Counting the warning lines in the Yosys log gives 24. The cell area after technology mapping is around 9000 um2. Yosys mapped a number of flops with a built-in enable equal to around 120. The stat command in Yosys gives a chip area of just under 9000 um2.

Global route
The maximum number of pins on one net before global-route repair is 42. The number of global-route vias before repair is 7771. Across every metal layer, demand over resource in global routing totals 0.1961. The number of antenna violations at the first check in global routing came to 0. The total overflow left after global routing is 0. The first global-routing pass estimated roughly 43 mm of wire.

Route
The routed layout reports a DRC error count of 0. The antenna diode count is 0. The starting DRC count in detailed routing is between 400 and 500.

The average routed wire per standard cell is between 15 and 20 um. The wire length recorded after detailed routing is approximately 28 mm. The post-route antenna net violation count is 0. The number of optimization iterations in the first detailed-route pass is 5. Across all layers, the routed design uses between 7000 and 8000 vias.

For this run, the detailed router reports a per-instance via density of between 5 and 6.

STA
The number of slew-limit violations in the final report is 0. Setup repair after global routing left no endpoint under its margin. Looking at the max-slew report, the worst-margin pin has a slew of between 0.8 and 0.9 ns.

The worst slew margin relative to its limit is 0.4072. On the final layout, the worst clock skew is 0.03458 ns. Counting endpoints that fail hold in the final report gives 0. After routing, the total negative slack on setup checks comes to 0 ns. From the final report, the count of setup violators was given as 0.

Final layout
Once layout is complete, the cells apart from fillers number 1439. From synthesis to final layout, the design area changed by 24.96%. The layout summary lists the proportion of cells stronger than drive strength 1 as 0.1166. The utilization of the core after routing is 0.3840.

Die
The die covers a little over 30000 um2. The effective utilization at floorplan is 0.3073. The top-level port count is roughly 100. The y dimension of the die is roughly 170 um.

The floorplan has slightly above 60 rows. The core area is 28860 um2. The die is 173.9 um wide.

Critical path
The worst setup path is captured at a register. The required time reported for the critical path endpoint is between 15 and 20 ns. The worst register-to-register path ends at ProgramCounter.pc[15]. The worst register-to-register path begins at Registers.regcell[5][2]. The worst setup path is launched from an input port. Across all register-to-register paths, the minimum setup slack is 7.16 ns. The type of the worst setup path is in -> reg.

The peak fanout along the critical path is 33. The length in cells of the worst reg-to-reg path is 34. For the worst setup path, the data arrival time is between 10 and 15 ns.

Placed design
The weighted congestion at the end of routability-driven global placement is 0.9716. The number of buffers inserted by port buffering is a little over 80. The estimated wirelength of the detail-placed design is approximately 20 mm.

Including well taps, the total number of placed cells is around 1300.

Power and ir drop
The peak ir drop on the vdd network is between 0.03 and 0.04 mV. Total power normalized to cell area comes to between 60 and 70 nW/um2. The leakage component of the power is about 4.7 nW.

Clocking
The total clock buffers created by CTS is 17. The later pin in the worst-skew pair is clocked with a latency of between 0.4 and 0.5 ns. The CTS tree is built.

The number of sinks handled by clock tree synthesis is around 130. The buffer depth of the longest clock path is 2. The clock-pin slew reported for the worst setup and hold paths after clock tree synthesis is 0.07 ns.

The number of buffers added for setup after CTS is 0. The post-CTS hold buffer count recorded in the log is 0. The number of cells upsized or downsized after cts is 0.

In this run the clock root is driven by a clkbuf_16. The H-tree was split into 4 levels.

Min path
Hold analysis shows the worst path with a depth of 2. The startpoint identified for the worst hold timing path is ProgramCounter.pc[1]. Hold analysis lists the worst path endpoint as ProgramCounter.pc[1].

The worst min-delay path category is reg -> reg.

Flow run
The warning total across the stage logs is ~140. Across the run, the number of max-cap violations was 0.
-- layer usage --
layer	track usage	routed length [um]	vias to the layer above
met1	0.2505	11460	3590
met4	0.06579	659	0
met5	0	0	-
met3	0.08779	2915	38
met2	0.3015	13300	375
li1	-	-	3538
-- logic make-up (layout without fill, tap and decap cells) --
| family | count (synthesis) | count (layout) | share of synthesized area |
|---|---|---|---|
| xor gates and xnor gates | 36 | 36 | 0.03556 |
| DFF | 132 | 132 | 0.4301 |
| other | 1 | 17 | 0.0004229 |
| adders and majority gates | 33 | 33 | 0.04826 |
| AOI/OAI and AO/OA | 192 | 192 | 0.1469 |
| muxes | 95 | 95 | 0.1429 |
| buffers and inverters | 89 | 285 | 0.05094 |
| and+or+nand+nor | 265 | 265 | 0.1449 |
-- layout by cell type (no fill, tap or decap), drive strengths merged, types with 12 or more instances in the layout --
cell	netlist	final
inv	33	159
edfxtp	117	117
nand2	90	90
clkdlybuf4s50	0	80
nor2	69	69
a21oi	52	52
mux2i	50	50
o21ai	42	42
ha	31	31
nor3	25	25
xnor2	24	24
mux2	24	24
buf	32	24
nand3	23	23
mux4	21	21
conb	1	17
clkbuf	24	17
nand2b	16	16
dfxtp	15	15
a21o	15	15
xor2	12	12
-- worst max-delay path, stage by stage --
cell and delay (ns):
clkdlybuf4s50_1 0.88, nand2b_1 0.35, a21o_1 0.16, buf_4 0.40
mux2i_1 0.29, o221a_2 0.22, a21boi_0 0.33, ha_1 0.30
nand2_1 0.11, nor4_1 0.54, nand3_1 0.12, o21ai_0 0.11
a2bb2oi_1 0.09, ha_1 0.39, a21oi_1 0.17, o21ai_0 0.13
a21oi_1 0.16, o22ai_1 0.09, o21ai_0 0.24, nand2b_1 0.10
a21oi_1 0.18, and2_1 0.16, mux2i_2 0.11, a31oi_1 0.50
-- power breakdown --
group          switching (mW)  total [mW]  internal, mW
clock                   0.131       0.262         0.132
sequential            0.00424       0.233         0.229
combinational           0.114       0.197        0.0837
-- stage by stage --
stage | hold slack (ns) | total power, mW | cell area (um2) | setup slack, ns
floorplan | 0.5365 | 0.3712 | 8927 | 4.018
global placement | 0.5746 | 0.4538 | 10070 | 2.762
detailed placement | 0.5907 | 0.4535 | 10070 | 2.653
CTS | 0.6077 | 0.6993 | 11080 | 3.081
global route | 0.6528 | 0.7366 | 11080 | 2.412
finish | 0.6015 | 0.6925 | 11080 | 3.011
-- how the worst max path moves through the flow --
stage	startpoint	to	slack, ns
4_1_cts	idata[14]	Registers.regcell[4][15]	3.08
5_1_grt	idata[14]	Registers.regcell[1][15]	2.41
6_report	idata[14]	Registers.regcell[4][15]	3.01
-- Yosys cell counts, drive strengths merged (3+ instances only) --
master / count / area, um2
a32oi: 6 / 52.55
nor2b: 7 / 43.79
a31oi: 5 / 31.28
nand3: 23 / 125.1
and2: 4 / 27.53
o32ai: 3 / 26.28
nor2: 69 / 266.5
nor3: 25 / 125.1
dfxtp: 15 / 300.3
a21o: 15 / 112.6
nand2b: 16 / 100.1
o221a: 4 / 45.04
xnor2: 24 / 210.2
xor2: 12 / 105.1
a211oi: 4 / 35.03
o31ai: 3 / 27.52
o22ai: 9 / 56.30
a21boi: 3 / 22.52
o211ai: 9 / 67.56
a21oi: 52 / 260.3
and3b: 3 / 26.28
mux4: 21 / 473.0
nand2: 90 / 337.8
mux2i: 50 / 516.7
nor4: 6 / 52.55
edfxtp: 117 / 3513
o221ai: 4 / 35.03
ha: 31 / 387.9
mux2: 24 / 277.8
inv: 33 / 123.9
buf: 32 / 237.7
a211o: 4 / 35.03
o21a: 7 / 52.55
nand4: 5 / 43.79
and3: 3 / 18.77
o21ai: 42 / 210.2
clkbuf: 24 / 90.09
-- state kept, by name, indices dropped and copies added, names as in the netlist --
signal             cells
Registers.regcell    117
ProgramCounter.pc     15
-- area by class of cell --
type | count | area, um2
clock buffers | 17 | 425.4
clock inverters | 132 | 593.1
fillers | 2749 | 17780
inverters | 32 | 120.1
multi-input cells | 638 | 4672
flip-flops and latches | 132 | 3814
well taps | 384 | 480.5
repair buffers | 104 | 975.9
Power is estimated from default activity; no workload was simulated.
